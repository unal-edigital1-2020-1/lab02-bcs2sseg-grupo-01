File: design/flow/run.sh
#!/bin/bash
# OpenROAD 26Q1-2900-gdf79404cd8, Yosys 0.63+post, stock flow scripts
make -C /OpenROAD-flow-scripts/flow DESIGN_CONFIG=/design/flow/config.mk WORK_HOME=/design/flow/orfs finish
File: design/flow/design.v
module sseg_4display( input [15:0] num, input clk, output [0:6] SSeg, output reg [3:0] an = 4'b1111, output enable );
    reg [3:0] BCD = 0;
    reg [22:0] cfreq = 0;
    reg [1:0] count = 0;
    BCDtoSSeg bcdtosseg( .BCD(BCD), .SSeg(SSeg) );
    assign enable = cfreq[22];
    always @( posedge clk ) begin
	   cfreq <= cfreq+1;
    end
    always @( posedge enable ) begin
        case ( count ) 
          2'b00: begin BCD <= num[3:0];   an <= 4'b1110; end 
		  2'b01: begin BCD <= num[7:4];   an <= 4'b1101; end 
		  2'b10: begin BCD <= num[11:8];  an <= 4'b1011; end 
		  2'b11: begin BCD <= num[15:12]; an <= 4'b0111; end 
        endcase   
        count <= count+1;
    end
endmodule
module BCDtoSSeg (BCD, SSeg, an);
  input [3:0] BCD;
  output reg [0:6] SSeg;
  output [3:0] an;
assign an=4'b1110;
always @ ( * ) begin
  case (BCD)
   4'b0000: SSeg = 7'b0000001;  
	4'b0001: SSeg = 7'b1001111;  
	4'b0010: SSeg = 7'b0010010;  
	4'b0011: SSeg = 7'b0000110;  
	4'b0100: SSeg = 7'b1001100;  
	4'b0101: SSeg = 7'b0100100;  
	4'b0110: SSeg = 7'b0100000;  
	4'b0111: SSeg = 7'b0001111;  
	4'b1000: SSeg = 7'b0000000;  
	4'b1001: SSeg = 7'b0000100;  
   4'ha: SSeg = 7'b0001000;  
   4'hb: SSeg = 7'b1100000;
   4'hc: SSeg = 7'b0110001;
   4'hd: SSeg = 7'b1000010;
   4'he: SSeg = 7'b0110000;
   4'hf: SSeg = 7'b0111000;
    default:
    SSeg = 0;
  endcase
end
endmodule
File: design/flow/constraint.sdc
current_design sseg_4display

set clk_period 4.0
set clk_io_pct 0.2

create_clock -name clk0 -period $clk_period [get_ports {clk}]

set non_clock_inputs [all_inputs -no_clocks]
set_input_delay [expr $clk_period * $clk_io_pct] -clock clk0 $non_clock_inputs
set_output_delay [expr $clk_period * $clk_io_pct] -clock clk0 [all_outputs]
File: design/flow/config.mk
export PLATFORM = sky130hd
export DESIGN_NAME = sseg_4display
export DESIGN_NICKNAME = sseg_4display
export VERILOG_FILES = /design/flow/design.v
export SDC_FILE = /design/flow/constraint.sdc
export NUM_CORES = 4
export LEC_CHECK = 1
export CORE_AREA = 10 10 108 108
export DIE_AREA = 0 0 118 118
==> COMMIT_EDITMSG <==
Update PnR metrics after Yosys + OpenROAD run

- Kind of end point of the critical path: output port
* Data arrival time of the worst path: around 1300 ps
- The initial utilization of the core area, before any placement, comes to 0.1616.
* Number of buffers between clock root and the deepest sink: 2
- For this design the ratio of total power to cell area is 196.6 mW/mm^2.
* Crit path cell chain: clkdlybuf4s50_1
- Final wirelength: ~2700 um
- The timing report shows that the slowest cell on the worst path is clkdlybuf4s50_1.
- Adding up every negative setup slack in the final design gives 0 ps.
- Number of hold violations in the final report: 0
- Average wire per standard cell: between 8 and 9 um
- Post-synth top cells: 33 x dfxtp_1, 17 x xnor2_1, 11 x ha_1, 11 x nor2_1
- The routed layout reports a DRC error count of 0.
- Die W: 118 um
- Clk_skew: 6.146 ps
* Number of DRC markers in iteration 0: 50
* Routed via count divided by cell count: 3.520
* Min-Delay Startpoint: cfreq[0]$_DFF_P_
- Crit-path max FO: 12
- Flops & latches, synth: 33
- According to the floorplan report, the die height is 118 um.
- TritonCTS built the clock tree.
- The detailed router placed 1,077 vias in this run.
- In this run, synthesis inferred 0 flip-flops with an integrated enable.
* Setup WS post-layout: 1872 ps
* Largest area contributor in the synthesized netlist: dfxtp_1
* Final setup violation count: 0
- In the final report, the number of pins over their slew limit comes to 0.
* Crit. Startpoint: cfreq[22]$_DFF_P_
- The cell count after synthesis came out at 149.
* Fraction of final layout cells with drive strength greater than 1: 0.05085
- Number of ports placed on the die boundary: 29
- PortBufs: 28
* Largest cells by area after synthesis: dfxtp_1 44%, xnor2_1 9.9%, ha_1 9.2%
* Gates resized, CTS repair: 0
- Before CTS, the worst setup slack after placement is 2136 ps.
* Later-pin clock latency in the skew report: 260 ps
* Routability Congestion: 0.7849
* Netlist area before placement: 0.001500 sq mm
- Hold is met by 412.9 ps.
* Level count of the clock H-tree: 1
- CP bufs+invs: 1
* IR drop worst, VDD: roughly 0.00024 V
- For this design the static power due to leakage is approximately 0.00071 uW.
* Synthesis-to-layout area growth: 30.69%
- The worst setup path is launched from a flop.
* Number of antenna violations at the first check in global routing: 0
* Share of the core filled with cells in the final layout: 0.2112
- 21 endpoints have no timing constraint.
- During synthesis, Yosys emitted a total of 2 warnings.
* Worst reg2reg startpoint: cfreq[0]$_DFF_P_
- The share of synthesized area in the top cell type comes to 0.4404.
- The first global-routing pass estimated 4636 um of wire.
* Shortest clock period the worst path allows after layout: 2128 ps
* Number of cells in Yosys stat: 149
- DIE AREA: approximately 0.014 sq mm
- In this run the clock root is driven by a clkbuf_8.
- Status: finished, final reports clean
- Total chip power: around 390 uW
* Least-Margin Pin Slew: 506.4 ps
- # Post-CTS Setup Buffers: 0
* Mean cell area of the mapped netlist: between 10 and 15 sq um
- Maximum number of pins on one net before global-route repair: 14
* Peak clock frequency supported by timing: approximately 470 MHz
* Std cell rows: 35
- Remaining global-route overflow: 0
- Dominant Register Cell: dfxtp_1
* Kind of cell adding the most delay to the critical path: buffers and inverters
* Number of clock buffers inserted by TritonCTS: 3
- Note that the worst hold path type here is flop to flop.
- On the worst setup and hold paths after CTS, the clock-pin slew comes to 80 ps.
- CTS Hold Bufs: 0
- Number of distinct standard cells referenced by the synthesized netlist: 32
- Total tool warning count: 33
- Setup repair after global routing left no endpoint under its margin.
- Fill cell instance count of the final layout: approximately 1,000
* Dominant cell by count in the synthesized netlist: dfxtp_1
* Dpl hpwl: 2228 um
* Worst slew margin: 0.6619
- Data required time of the worst path: between 3000 and 4000 ps
- The critical path is of the flop to output port type.
- Overall global routing resource usage: 0.03771
- Largest incremental delay on the critical path: 540 ps
* Max-cap viol count: 0
- For this run, the register share of the synthesized area comes to 0.4404.
* Count of unclocked register or latch pins: 10
- First-pass DRT Iterations: 6
- The synthesis report gives the async set-or-reset register share as 0.
- Antenna repair during routing inserted a diode count of 0.
- Post-layout period usage: 0.5320
- Core region area: 0.009284 sq mm
- Nets still carrying antenna violations after routing amount to 0.
* Number of global-route vias before repair: between 900 and 1,000
- Chip area line of the yosys report: approximately 0.0015 sq mm
-- flip-flops by register name, summed over array words and instances, names as in the netlist --
register,cells
BCD,4
count,2
cfreq,23
an,4
-- report_power, final --
group / leakage [uW] / switching (uW) / internal (uW) / total (uW)
registers: 0.000267 / 0 / 229 / 229
logic: 0.000422 / 3.03 / 14.4 / 17.4
clock network: 0.0000255 / 69.7 / 69.3 / 139
total: 0.000714 / 72.7 / 313 / 385
-- stage by stage --
step	cells	cell area, sq um
finish	306	1961
global route	306	1961
CTS	306	1961
detailed placement	302	1914
global placement	302	1914
floorplan	149	1500
-- final timing paths --
| kind | to | cells past startpoint | slack (ps) |
|---|---|---|---|
| worst max-delay path | enable | 1 | 1870 |
| worst min-delay path | cfreq[0]$_DFF_P_ | 1 | 410 |
| worst max register to register | cfreq[10]$_DFF_P_ | 5 | 2580 |
| worst min register to register | cfreq[0]$_DFF_P_ | 1 | 410 |
-- final cells by class --
class                   count  area (sq um)  share of cell area
clock buffers               3         41.29             0.02106
clock inverters             1         5.005            0.002553
inverters                  10         37.54             0.01914
multi-input cells         102         774.5              0.3950
flip-flops and latches     33         660.6              0.3369
well taps                 129         161.4             0.08232
repair buffers             28         280.3              0.1429
-- kinds of logic (layout without fill, tap and decap cells) --
group	count (synthesis)	in the layout	synth area share
AND/OR/NAND/NOR	50	50	0.1868
flip-flops	33	33	0.4404
XOR/XNOR	21	21	0.1226
AND-OR/OR-AND	14	14	0.06672
buffers and inverters	14	42	0.04336
adder cells (fa/ha/maj)	11	11	0.09174
multiplexers	6	6	0.04837
-- cells in the final DEF (no fill, tap or decap), drive strengths merged, types with 2 or more instances in the layout --
cell type      count
mux2i              5
a222oi             4
nor3               3
ha                11
nand3             10
xor2               4
and3               6
nor2              11
xnor2             17
and2               3
nand4              5
clkdlybuf4s50     28
inv                9
clkbuf             3
clkinv             2
nand2              7
dfxtp             33
a21oi              6
and4               2
-- per-layer routing --
metal  vias to the layer above  part of all wire  GRT usage
li1                        567                 -          -
met3                         2             0.043   0.009237
met4                         0             0.011   0.004637
met1                       493              0.48    0.05036
met5                         -                 0          0
met2                        15              0.47    0.06189
Power is estimated from default activity; no workload was simulated.
